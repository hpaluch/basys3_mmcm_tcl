File: config.mk
export PLATFORM = sky130hd
export DESIGN_NAME = ex_count
export DESIGN_NICKNAME = ex_count
export VERILOG_FILES = /design/flow/design.v
export SDC_FILE = /design/flow/constraint.sdc
export NUM_CORES = 4
export LEC_CHECK = 1
export CORE_AREA = 10 10 91 91
export DIE_AREA = 0 0 101 101
File: constraint.sdc
current_design ex_count

set clk_period 4.8
set clk_io_pct 0.2

create_clock -name clk0 -period $clk_period [get_ports {safe_clk}]

set non_clock_inputs [all_inputs -no_clocks]
set_input_delay [expr $clk_period * $clk_io_pct] -clock clk0 $non_clock_inputs
set_output_delay [expr $clk_period * $clk_io_pct] -clock clk0 [all_outputs]
File: design.v
module ex_count(
	input safe_reset,
	input safe_clk,
	output ex_count_out
);
    localparam EX_COUNT_MAX = 8_000_000;  
    parameter  EX_COUNT_W = $clog2(EX_COUNT_MAX);  
    reg [EX_COUNT_W-1:0]ex_count = { EX_COUNT_W { 1'b0 } };    
    assign ex_count_out = (ex_count >= EX_COUNT_MAX/2);
    always @(posedge safe_clk) begin
        if (safe_reset)
            ex_count <= { EX_COUNT_W { 1'b0 } };
        else begin
            if (ex_count < EX_COUNT_MAX)
                ex_count <= ex_count + 1;
            else
                ex_count <= { EX_COUNT_W { 1'b0 } };
        end
    end
endmodule
File: run.sh
#!/bin/bash
# OpenROAD 26Q1-2900-gdf79404cd8, Yosys 0.63+post, stock flow scripts
make -C /OpenROAD-flow-scripts/flow DESIGN_CONFIG=/design/flow/config.mk WORK_HOME=/design/flow/orfs finish
==> GITHUB_STEP_SUMMARY <==
### Yosys + OpenROAD results

| Metric | Value |
|---|---|
| Total Die Area | `10200 µm²` |
| Instance count of the mapped netlist | `about 130` |
| Element type at the critical path start | `flop` |
| Sequential element share of the synthesized area | `around two fifths` |
| Period utilisation layout | `54.3%` |
| TritonCTS Buffers | `3` |
| Clock Latency Late Sink | `0.26 ns` |
| Post-synthesis to final-layout area growth | `14.5%` |
| Antenna Cells | `0` |
| PnR worst setup slack | `2.20 ns` |
| Global-route wire length before repair | `between 3 and 4 mm` |
| Detailed-route wire length per cell | `around 10 µm` |
| Number of placed instances with taps included | `209` |
| Via Count | `approximately 910` |
| Fp util | `around 18%` |
| Worst hold margin | `roughly 0.48 ns` |
| Vias in the first global route | `about 870` |
| Area of placed instances | `around 1200 µm²` |
| Initial antenna violation count | `0` |
| Worst reg2reg setup slack | `2.98 ns` |
| CP Data Arrival Time | `1.64 ns` |
| Area fraction in compound gates | `between 10% and 20%` |
| Type of the tightest min-delay check | `flop to flop` |
| Core Box Area | `6350 µm²` |
| Actual transition at the worst max-transition pin | `0.713 ns` |
| Worst setup path startpoint | `ex_count[14]` |
| Most frequent logic cell in the layout | `dfxtp_1` |
| Number of max-cap violations | `0` |
| Post-synth mux share | `0%` |
| Simple share | `31.5%` |
| Vertical die size | `about 100 µm` |
| Synthesized area per cell | `8.45 µm²` |
| Top fanout value on the critical path | `8` |
| RSZ-0062 raised after global routing | `false` |
| Clock network fraction of total power | `31.5%` |
| End of the critical path | `ex_count_out` |
| Reg area | `460 µm²` |
| Yosys adder share | `under 10%` |
| Top logic family | `simple AND/OR/NAND/NOR gates` |
| Reported net switching power | `just over 0.1 mW` |
| Post-CTS sizing | `0` |
| Final-report hold violation count | `0` |
| Ys Warns | `1` |
| Remaining design rule violation count | `0` |
| Peak supply drop | `0.180 mV` |
| Maximum number of pins on one net before global-route repair | `13` |
| Fraction of layout instances using a drive strength above 1 | `~6.6%` |
| Sink Count | `23` |
| Final design instance area without fill | `1280 µm²` |
| Max reg flops | `23` |
| Most flops, register | `ex_count` |
| Hold buffers post-CTS | `0` |
| Number of synthesized register bits | `23` |
| Number of setup violations in the final report | `0` |
| Min Tclk post-route | `between 2 and 3 ns` |
| Fmax | `384 MHz` |
| Crit Reg-Reg Endpoint | `ex_count[21]` |
| Root Driver | `clkbuf_8` |
| Worst setup path class | `flop to output pin` |
| Routed Antenna Nets | `0` |
| Number of I/O pins | `3` |
| Overall fraction of global-route tracks in use | `4.56%` |
| Total wire length after detailed routing | `about 2.1 mm` |
| Number of standard cells in the final layout excluding fillers | `about 210` |
| Power Density | `301 nW/µm²` |
| Area figure in the yosys stat output | `between 1000 and 1500 µm²` |
| Area used by multi-input combinational logic | `~620 µm²` |
| Number of detailed-routing iterations run before antenna repair | `4` |
| Post-synthesis cell count from yosys | `around 130` |
| Overflow after GRT | `0` |
| Number of distinct library cells after synthesis | `30` |
| Path depth of the worst reg2reg path | `4` |
| CTS Buffer Depth | `2` |
| Iteration-0 DRC count of the detailed router | `approximately 54` |
| Comb pwr share | `about a tenth` |
| Worst setup slack before clock tree synthesis | `between 2 and 2.5 ns` |
| Die x size | `101 µm` |
| Static leakage | `~0.44 nW` |
| Largest registers ranked by flip-flop count | `ex_count (23)` |
| Relative contribution of sequential cells to total power | `roughly three fifths` |
| Switching portion of total power | `between 20% and 30%` |
| Outcome | `finished clean` |
| Final weighted congestion of routability-driven global placement | `0.862` |
| Slew Limit Headroom | `52.1%` |
| Number of buffers added on ports | `2` |
| Critical path required time | `around 3.8 ns` |
| Internal power | `about 0.28 mW` |
| Crit. End Element | `output pin` |
| Number of H-tree levels | `1` |
| Number of fillers in the final layout | `roughly 690` |
| TritonCTS clock tree | `built` |
| Netlist area before placement | `approximately 1100 µm²` |
| Clock skew | `~0.0015 ns` |
| Slew Limit Fails | `0` |
| Via count normalized by instance count | `between 4 and 5` |
| DPL Wire Length | `approximately 1.5 mm` |
| Tally of OpenROAD warnings | `27` |
| Worst reg2reg startpoint | `ex_count[2]` |
| Post-CTS setup buffers | `0` |
| Post-route setup TNS | `0 ns` |
| Worst-path clk slew | `~0.080 ns` |
| XOR Share, Synth | `between 10% and 20%` |
| Leading cell types in the layout, fill and taps excluded | `23 x dfxtp_1, 19 x nor2_1, 10 x a21oi_1, 8 x nand2_1, 8 x nand3_1` |
| Row count | `29` |
## layout make-up
cell class / count / area share (%)
Clock buffer: 4 / 3.53
Inverter: 5 / 1.47
Multi-Input combinational cell: 100 / 48.6
Sequential cell: 23 / 36.1
Tap cell: 77 / 7.55
Timing Repair Buffer: 4 / 2.75
## power by group through the flow
stage | sequential (mW) | combinational [mW] | clock [mW]
CTS | 0.225 | 0.0381 | 0.125
finish | 0.225 | 0.0381 | 0.121
global route | 0.228 | 0.0444 | 0.134
## cell usage after synthesis
cell	count	area, µm²
nand4_1	6	37.5
nor4_1	3	18.8
ha_1	2	25.0
or4_4	1	11.3
nand3_1	8	40.0
clkbuf_1	4	15.0
nand3b_1	2	15.0
o31a_1	1	8.76
a31oi_1	1	6.26
xnor2_1	6	52.6
o21ai_0	5	25.0
nand4_4	1	21.3
o21bai_1	1	7.51
and4_1	2	17.5
inv_1	5	18.8
or4_2	1	8.76
a21oi_1	10	50.1
nor3_1	2	10.0
a41o_1	1	10.0
nor2_1	19	71.3
xor2_1	7	61.3
o31ai_1	3	22.5
and2_1	1	6.26
and3_1	3	18.8
or4_1	1	7.51
and4_2	1	10.0
or3_1	3	18.8
nand4b_1	1	8.76
dfxtp_1	23	460
nand2_1	8	30.0
## stage by stage
| stage | total power [mW] | util, % |
|---|---|---|
| global placement | 0.266 | 19.4 |
| floorplan | 0.255 | - |
| finish | 0.384 | 20.1 |
| CTS | 0.388 | 20.1 |
| global route | 0.406 | 20.1 |
| detailed placement | 0.267 | 19.4 |
## logic make-up after synthesis
kind of cell	Yosys count
AOI/OAI and AO/OA	22
xor gates and xnor gates	13
adders and majority gates	2
buffers and inverters	9
DFF	23
and+or+nand+nor	63
## how the worst min path moves through the flow
stage                  startpoint     endpoint  slack, ns  depth (start not counted)
final                 ex_count[0]  ex_count[0]       0.48                          1
after global routing  ex_count[0]  ex_count[0]       0.52                          1
after CTS             ex_count[0]  ex_count[0]       0.48                          1
## worst max-delay path, cell delays in order, from the launching register on
cell and delay [ns]:
dfxtp_1 0.38, nor4_1 0.27, nand2_1 0.10, a21oi_1 0.16
o21bai_1 0.08, clkdlybuf4s50_1 0.40
## routing by layer
| metal | global-route usage (%) | vias to the layer above | share of wire (%) |
|---|---|---|---|
| li1 | - | 484 | - |
| met2 | 6.63 | 8 | 40 |
| met4 | 0.322 | 0 | 0.61 |
| met1 | 6.44 | 417 | 53 |
| met3 | 1.87 | 2 | 5.6 |
| met5 | 0 | - | 0 |
No activity file was given, so power comes from the tool's default toggle rates.
